[/design/flow/run.sh]
#!/bin/bash
# OpenROAD 26Q1-2900-gdf79404cd8, Yosys 0.63+post, stock flow scripts
make -C /OpenROAD-flow-scripts/flow DESIGN_CONFIG=/design/flow/config.mk WORK_HOME=/design/flow/orfs finish
[/design/flow/design.v]
module FAdd(s,cout,a,b,cin);
	input a,b,cin;
	output s,cout;
	wire sig[2:0];
	xor G1 (sig[0],a,b);
	xor G2 (s,cin,sig[0]);
	and G3 (sig[1],a,b);
	and G4 (sig[2],cin,sig[0]);
	or G5 (cout,sig[1],sig[2]);
endmodule
module a_plus_bc(out,a,b,c);
	input a,b,c;
	output out;
	wire g;
	and G1 (g,b,c);
	or G2 (out,a,g);
endmodule
module adder(outbk,outrc,coutbk,coutrc,ina,inb,cin,clk);
	input clk;
	input [31:0] ina,inb;
	input cin;
	output [31:0] outbk,outrc;
	output coutbk,coutrc;
	reg [64:0] flopin = 65'b0;
	reg [65:0] flopout = 66'b0;
	wire [31:0] flopin_A,flopin_B,flopout_bkSum,flopout_rcSum;
	wire flopin_C,flopout_bkC,flopout_rcC;
	always@(posedge clk) begin
		flopin[64:0] <= {cin,inb[31:0],ina[31:0]};
		flopout[65:0] <= {flopout_bkC,flopout_bkSum[31:0],flopout_rcC,flopout_rcSum[31:0]};
	end
	assign {flopin_C,flopin_B,flopin_A} = flopin[64:0];
	assign {coutbk,outbk,coutrc,outrc} = flopout[65:0];
	bkAdder ADD1 (flopout_bkSum,flopout_bkC,flopin_A,flopin_B,flopin_C);
	rcAdder ADD2 (flopout_rcSum,flopout_rcC,flopin_A,flopin_B,flopin_C);
endmodule
module bkAdder(out,cout,ina,inb,cin);
	input [31:0] ina,inb;
	input cin;
	output [31:0] out;
	output cout;
	wire [32:0] c;
	wire [31:0] gi[1:6],pi[1:6];
	genvar i;
	generate for (i=0;i<32;i=i+1) begin:bkLVL1
		cla G1 (gi[1][i],pi[1][i],ina[i],inb[i]);
	end
	endgenerate
	generate for (i=0;i<16;i=i+1) begin:bkLVL2
		a_plus_bc G2 (gi[2][i],gi[1][2*i+1],pi[1][2*i+1],gi[1][2*i]);
		and G3 (pi[2][i],pi[1][2*i+1],pi[1][2*i]);
	end
	endgenerate
	generate for (i=0;i<8;i=i+1) begin:bkLVL3
		a_plus_bc G4 (gi[3][i],gi[2][2*i+1],pi[2][2*i+1],gi[2][2*i]);
		and G5 (pi[3][i],pi[2][2*i+1],pi[2][2*i]);
	end
	endgenerate
	generate for (i=0;i<4;i=i+1) begin:bkLVL4
		a_plus_bc G6 (gi[4][i],gi[3][2*i+1],pi[3][2*i+1],gi[3][2*i]);
		and G7 (pi[4][i],pi[3][2*i+1],pi[3][2*i]);
	end
	endgenerate
	generate for (i=0;i<2;i=i+1) begin:bkLVL5
		a_plus_bc G8 (gi[5][i],gi[4][2*i+1],pi[4][2*i+1],gi[4][2*i]);
		and G9 (pi[5][i],pi[4][2*i+1],pi[4][2*i]);
	end
	endgenerate
	generate for (i=0;i<1;i=i+1) begin:bkLVL6
		a_plus_bc G10 (gi[6][i],gi[5][2*i+1],pi[5][2*i+1],gi[5][2*i]);
		and G11 (pi[6][i],pi[5][2*i+1],pi[5][2*i]);
	end
	endgenerate
	generate for (i=0;i<32;i=i+1) begin:sum
		xor GSum (out[i],pi[1][i],c[i]);
	end
	endgenerate
	assign c[0] = cin;
	a_plus_bc G12 (c[1],gi[1][0],pi[1][0],c[0]);
	a_plus_bc G13 (c[2],gi[2][0],pi[2][0],c[0]);
	a_plus_bc G14 (c[3],gi[1][2],pi[1][2],c[2]);
	a_plus_bc G15 (c[4],gi[3][0],pi[3][0],c[0]);
	a_plus_bc G16 (c[5],gi[1][4],pi[1][4],c[4]);
	a_plus_bc G17 (c[6],gi[2][2],pi[2][2],c[4]);
	a_plus_bc G18 (c[7],gi[1][6],pi[1][6],c[6]);
	a_plus_bc G19 (c[8],gi[4][0],pi[4][0],c[0]);
	a_plus_bc G20 (c[9],gi[1][8],pi[1][8],c[8]);
	a_plus_bc G21 (c[10],gi[2][4],pi[2][4],c[8]);
	a_plus_bc G22 (c[11],gi[1][10],pi[1][10],c[10]);
	a_plus_bc G23 (c[12],gi[3][2],pi[3][2],c[8]);
	a_plus_bc G24 (c[13],gi[1][12],pi[1][12],c[12]);
	a_plus_bc G25 (c[14],gi[2][6],pi[2][6],c[12]);
	a_plus_bc G26 (c[15],gi[1][14],pi[1][14],c[14]);
	a_plus_bc G27 (c[16],gi[5][0],pi[5][0],c[0]);
	a_plus_bc G28 (c[17],gi[1][16],pi[1][16],c[16]);
	a_plus_bc G29 (c[18],gi[2][8],pi[3][2],c[16]);
	a_plus_bc G30 (c[19],gi[1][18],pi[1][18],c[18]);
	a_plus_bc G31 (c[20],gi[3][4],pi[3][4],c[16]);
	a_plus_bc G32 (c[21],gi[1][20],pi[1][20],c[20]);
	a_plus_bc G33 (c[22],gi[2][10],pi[2][10],c[20]);
	a_plus_bc G34 (c[23],gi[1][22],pi[1][22],c[22]);
	a_plus_bc G35 (c[24],gi[4][2],pi[4][2],c[16]);
	a_plus_bc G36 (c[25],gi[1][24],pi[1][24],c[24]);
	a_plus_bc G37 (c[26],gi[2][12],pi[2][12],c[24]);
	a_plus_bc G38 (c[27],gi[1][26],pi[1][26],c[26]);
	a_plus_bc G39 (c[28],gi[3][6],pi[3][6],c[24]);
	a_plus_bc G40 (c[29],gi[1][28],pi[1][28],c[28]);
	a_plus_bc G41 (c[30],gi[2][14],pi[2][14],c[28]);
	a_plus_bc G42 (c[31],gi[1][30],pi[1][30],c[30]);
	a_plus_bc G43 (c[32],gi[6][0],pi[6][0],c[0]);
	assign cout = c[32];
endmodule
module cla(g,p,ina,inb);
	input ina,inb;
	output g,p;
	xor G1 (p,ina,inb);
	and G2 (g,ina,inb);
endmodule 
module rcAdder(out,cout,ina,inb,cin);
	input [31:0] ina,inb;
	input cin;
	output [31:0] out;
	output cout;
	wire c[32:0];
	assign c[0] = cin;
	assign cout = c[32];
	genvar i;
	generate
		for (i = 0;i < 32;i = i + 1) begin : FAddx32
			FAdd M0 (out[i],c[i+1],ina[i],inb[i],c[i]);
		end
	endgenerate
endmodule
[/design/flow/config.mk]
export PLATFORM = sky130hd
export DESIGN_NAME = adder
export DESIGN_NICKNAME = adder
export VERILOG_FILES = /design/flow/design.v
export SDC_FILE = /design/flow/constraint.sdc
export NUM_CORES = 4
export LEC_CHECK = 1
export CORE_UTILIZATION = 50
[/design/flow/constraint.sdc]
current_design adder

set clk_period 16.6
set clk_io_pct 0.2

create_clock -name clk0 -period $clk_period [get_ports {clk}]

set non_clock_inputs [all_inputs -no_clocks]
set_input_delay [expr $clk_period * $clk_io_pct] -clock clk0 $non_clock_inputs
set_output_delay [expr $clk_period * $clk_io_pct] -clock clk0 [all_outputs]
==> ci_impl_report.md <==
### Flow metrics

| Metric | Value |
|---|---|
| Worst Clk Skew | `between 0.01 and 0.015 ns` |
| Worst Tran Pin Value | `0.418 ns` |
| Yosys Instances | `318` |
| Grt peak-use layer | `met2` |
| Peak Freq | `approximately 0.077 GHz` |
| Worst path top cell family by delay | `adder cells` |
| Synth Seq Share | `56.0%` |
| Worst-skew pair later-pin latency | `0.50 ns` |
| Slew headroom | `a little under three quarters` |
| Synth unique cells | `39` |
| Most frequent cells in the layout | `clkdlybuf4s50_1 (131), dfxtp_1 (129), fa_1 (47), ha_1 (32), clkbuf_16 (16)` |
| Worst-path maximum fanout | `2` |
| CTS tree | `built` |
| VDD IR-drop max | `between 0.00009 and 0.0001 V` |
| HPWL after DPL | `approximately 6.1 mm` |
| Logic cell area | `a little under 2000 um2` |
| Synth warn | `4` |
| Clk buf depth | `2` |
| Final min period | `about 13 ns` |
| Yosys synthesis chip area | `about 4600 um2` |
| Drt total wl | `8.02 mm` |
| Setup violations, final | `0` |
| Clock slew at reported path FFs | `approximately 0.060 ns` |
| Routed vias | `roughly 2,700` |
| Top cell excl fill/tap | `clkdlybuf4s50_1` |
| Gates resized, CTS repair | `0` |
| Die height | `98.1 um` |
| Chip Width | `a little under 100 um` |
| H-tree level count | `4` |
| Initial Util | `52.4%` |
| Tool warnings | `26` |
| P per Cell Area | `between 100 and 150 nW/um2` |
| Hold Crit Class | `flip-flop to flip-flop` |
| Worst path slowest cell | `fa_1` |
| Number of global-route vias before repair | `between 2,000 and 3,000` |
| Routability Congestion | `a little over 0.8` |
| Final core utilization | `around 76%` |
| FF/Latch Area | `2580 um2` |
| Ys flops | `about 130` |
| Fraction of layout cells with a size suffix above 1 | `between 8 and 9%` |
| Filler cells | `roughly 550` |
| Total GRT Usage | `between 15 and 20%` |
| IO Port Bufs | `between 100 and 150` |
| Critical path's largest stage delay | `0.42 ns` |
| Pwr Total | `0.896 mW` |
| Aggregate global routing overflow | `0` |
| Critical path buffers and inverters | `4` |
| DR DRC count | `0` |
| N_diodes | `0` |
| Crit. End Element | `flip-flop` |
| Global-route wire length before repair | `about 14 mm` |
| Setup TNS | `0 ns` |
| CP arrival | `between 10 and 15 ns` |
| Hold buffers post-CTS | `0` |
| Global-route track usage on met3 | `approximately 5.7%` |
| Mean area per synthesized cell | `~15 um2` |
| Unrepaired setup endpoints after global routing | `no` |
| LEAKAGE | `~2.8 nW` |
| Fin. Hold Viols | `0` |
| Setup bufs post-CTS | `0` |
| Core ar. | `approximately 9000 um2` |
| CTS buffer count | `17` |
| Mapped Cells | `between 300 and 400` |
| Std-Cell Rows | `34` |
| Kind of critical path | `flip-flop to flip-flop` |
| Wire length per cell | `between 10 and 15 um` |
| Routing usage on met2 | `a little under a third` |
| Slew Limit Fails | `0` |
| DRT Pass-1 Iters | `25` |
| Post-synth ARST share | `0%` |
| Top cells by area | `dfxtp_1 (56%), fa_1 (20%), ha_1 (8.7%)` |
| Synth area leader | `dfxtp_1` |
| Initial DRC Count | `27` |
| CP Launch Type | `flip-flop` |
| Largest net degree at the start of global routing | `17` |
| Crit path top cell by count | `fa_1` |
| Vias/cell | `approximately 4.7` |
| CP required | `17.05 ns` |
| Clock tree sinks | `129` |
| Met1 Resource Use GR | `approximately 28%` |
| Synth-to-Final Area Change | `44.9%` |
| Max Cap Viol | `0` |
| Top FF cell, synth | `dfxtp_1` |
| Root buffer cell | `clkbuf_8` |
| Final Cycle Share | `just under 80%` |
| Post-route ant nets | `0` |
| Synthesized cell area | `roughly 4600 um2` |
| I/O Pins | `132` |
| Die area | `between 9000 and 10,000 um2` |
| Status | `finished, final reports clean` |
| Top cell area share | `56.0%` |
| Number of enable flip-flop cells | `0` |
| Initial antenna violation count | `0` |
==> per-stage QoR <==
| step | cell area, um2 | std cells | hold WS, ns | setup slack, ns |
|---|---|---|---|---|
| global route | 6680 | 586 | 0.578 | 3.07 |
| detailed placement | 6040 | 555 | 0.534 | 3.58 |
| CTS | 6680 | 586 | 0.547 | 3.53 |
| floorplan | 4610 | 318 | 0.514 | 4.12 |
| global placement | 6040 | 555 | 0.519 | 3.71 |
| finish | 6680 | 586 | 0.539 | 3.58 |
==> sequential cells by signal, summed over array words and instances, names as in the netlist <==
register,count
flopin,65
flopout,64
==> routing by layer <==
metal	share of wire (%)	vias to the layer above	wire [um]
met5	0	-	0
met4	0.92	0	74
met3	8.1	4	648
met2	49	89	3910
met1	42	1271	3380
li1	-	1367	-
==> final cells by class <==
type / instances / area share [%]
repair buffers: 131 / 19.6
flip-flops and latches: 129 / 38.6
inverters: 14 / 0.786
clock inverters: 12 / 3.11
well taps: 108 / 2.02
multi-input cells: 173 / 29.4
clock buffers: 19 / 6.46
==> final timing paths <==
path	startpoint	end	slack [ns]	cells after the start
min	flopin[15]$_DFF_P_	flopout[15]$_DFF_P_	0.54	1
min reg2reg	flopin[15]$_DFF_P_	flopout[15]$_DFF_P_	0.54	1
max	flopin[0]$_DFF_P_	flopout[31]$_DFF_P_	3.58	36
max reg2reg	flopin[0]$_DFF_P_	flopout[31]$_DFF_P_	3.58	36
==> report_power, final <==
| part | switching, mW | total (mW) | internal, mW |
|---|---|---|---|
| logic | 0.0387 | 0.133 | 0.0940 |
| clock network | 0.129 | 0.392 | 0.263 |
| registers | 0.0184 | 0.371 | 0.352 |
==> cell usage after synthesis, types with 2 or more instances <==
library cell	number
a21o_1	3
ha_1	32
nand3_1	4
o21bai_1	2
a21oi_1	12
nand2_1	11
fa_1	47
dfxtp_1	129
nand4_1	2
a31oi_1	2
inv_1	14
xor2_1	15
o21ai_0	5
a21oi_2	4
o21ai_1	3
nor3_1	2
buf_4	2
nor2_1	8
==> logic make-up (layout without fill, tap and decap cells) <==
group	count (synthesis)	in the layout	share of synthesized area [%]
flops	129	129	56.0
simple gates	38	38	4.37
compound gates	41	41	6.27
buf+inv	16	176	1.46
fa+ha+maj	79	79	29.1
xor+xnor	15	15	2.85
Power is estimated from default activity; no workload was simulated.
