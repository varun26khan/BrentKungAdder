==> flow/design.v <==
module a_plus_bc(out,a,b,c);
	input a,b,c;
	output out;
	wire g;
	and G1 (g,b,c);
	or G2 (out,a,g);
endmodule
module bkAdderParam(out,cout,ina,inb,cin);
	parameter N = 5;
	input [2**N-1:0] ina,inb;
	input cin;
	output [2**N-1:0] out;
	output cout;
	wire [2**N:0] c;
	wire [2**N-1:0] gi[1:N+1],pi[1:N+1];
	genvar i,j;
	generate for (i=0;i<2**N;i=i+1) begin:bkLVL1
		cla G1 (gi[1][i],pi[1][i],ina[i],inb[i]);
	end
	endgenerate
	generate for (j=N-1;j>=0;j=j-1) begin:bk
		for (i=0;i<2**j;i=i+1) begin:bkLVL2toN
			a_plus_bc G2 (gi[N-j+1][i],gi[N-j][2*i+1],pi[N-j][2*i+1],gi[N-j][2*i]);
			and G3 (pi[N-j+1][i],pi[N-j][2*i+1],pi[N-j][2*i]);
		end
	end
	endgenerate
	generate for (i=0;i<2**N;i=i+1) begin:sum
		xor GSum (out[i],pi[1][i],c[i]);
	end
	endgenerate
	assign c[0] = cin;
	a_plus_bc G12 (c[1],gi[1][0],pi[1][0],c[0]);
	a_plus_bc G13 (c[2],gi[2][0],pi[2][0],c[0]);
	a_plus_bc G14 (c[3],gi[1][2],pi[1][2],c[2]);
	a_plus_bc G15 (c[4],gi[3][0],pi[3][0],c[0]);
	a_plus_bc G16 (c[5],gi[1][4],pi[1][4],c[4]);
	a_plus_bc G17 (c[6],gi[2][2],pi[2][2],c[4]);
	a_plus_bc G18 (c[7],gi[1][6],pi[1][6],c[6]);
	a_plus_bc G19 (c[8],gi[4][0],pi[4][0],c[0]);
	a_plus_bc G20 (c[9],gi[1][8],pi[1][8],c[8]);
	a_plus_bc G21 (c[10],gi[2][4],pi[2][4],c[8]);
	a_plus_bc G22 (c[11],gi[1][10],pi[1][10],c[10]);
	a_plus_bc G23 (c[12],gi[3][2],pi[3][2],c[8]);
	a_plus_bc G24 (c[13],gi[1][12],pi[1][12],c[12]);
	a_plus_bc G25 (c[14],gi[2][6],pi[2][6],c[12]);
	a_plus_bc G26 (c[15],gi[1][14],pi[1][14],c[14]);
	a_plus_bc G27 (c[16],gi[5][0],pi[5][0],c[0]);
	a_plus_bc G28 (c[17],gi[1][16],pi[1][16],c[16]);
	a_plus_bc G29 (c[18],gi[2][8],pi[3][2],c[16]);
	a_plus_bc G30 (c[19],gi[1][18],pi[1][18],c[18]);
	a_plus_bc G31 (c[20],gi[3][4],pi[3][4],c[16]);
	a_plus_bc G32 (c[21],gi[1][20],pi[1][20],c[20]);
	a_plus_bc G33 (c[22],gi[2][10],pi[2][10],c[20]);
	a_plus_bc G34 (c[23],gi[1][22],pi[1][22],c[22]);
	a_plus_bc G35 (c[24],gi[4][2],pi[4][2],c[16]);
	a_plus_bc G36 (c[25],gi[1][24],pi[1][24],c[24]);
	a_plus_bc G37 (c[26],gi[2][12],pi[2][12],c[24]);
	a_plus_bc G38 (c[27],gi[1][26],pi[1][26],c[26]);
	a_plus_bc G39 (c[28],gi[3][6],pi[3][6],c[24]);
	a_plus_bc G40 (c[29],gi[1][28],pi[1][28],c[28]);
	a_plus_bc G41 (c[30],gi[2][14],pi[2][14],c[28]);
	a_plus_bc G42 (c[31],gi[1][30],pi[1][30],c[30]);
	a_plus_bc G43 (c[32],gi[6][0],pi[6][0],c[0]);
	assign cout = c[N];
endmodule
module cla(g,p,ina,inb);
	input ina,inb;
	output g,p;
	xor G1 (p,ina,inb);
	and G2 (g,ina,inb);
endmodule 
==> flow/run.sh <==
#!/bin/bash
# OpenROAD 26Q1-2900-gdf79404cd8, Yosys 0.63+post, stock flow scripts
make -C /OpenROAD-flow-scripts/flow DESIGN_CONFIG=/design/flow/config.mk WORK_HOME=/design/flow/orfs finish
==> flow/config.mk <==
export PLATFORM = sky130hd
export DESIGN_NAME = bkAdderParam
export DESIGN_NICKNAME = bkAdderParam
export VERILOG_FILES = /design/flow/design.v
export SDC_FILE = /design/flow/constraint.sdc
export NUM_CORES = 4
export LEC_CHECK = 1
export CORE_AREA = 10 10 96 96
export DIE_AREA = 0 0 106 106
==> flow/constraint.sdc <==
current_design bkAdderParam

set clk_period 17.9
set clk_io_pct 0.2

create_clock -name clk0 -period $clk_period

set non_clock_inputs [all_inputs -no_clocks]
set_input_delay [expr $clk_period * $clk_io_pct] -clock clk0 $non_clock_inputs
set_output_delay [expr $clk_period * $clk_io_pct] -clock clk0 [all_outputs]
==> reports/metrics.cfg <==
[critical_path]
crit_fanout = 3
end_kind = output port
crit_required_ns = 14.32
arrival_ns = 6.95
worstSetupStartpointType = input pin
criticalPathCategory = in2out

[timing]
tightest_slew_ns = 0.328
setup_violations = 0
fmax_mhz = 95.0
slew_headroom = 0.779
rsz0062_at_grt = no
final_max_slew_viol_count = 0
tns_ns = 0
fin_crit_ns = 10.53
hold_viol_final = 0
timing.hold.ws_ns = 8.21
finalClockPeriodUsage = 0.588

[finish]
lay_top_count = clkdlybuf4s50_1
final_cell_mix = 98 x clkdlybuf4s50_1, 30 x ha_1, 16 x fa_1, 15 x inv_1, 15 x a21o_1
syn2layout_area_growth_pct = 84.9
clkbuf_count = 0
layout-drive-gt1-share = 0.0207
ff_count = 0
flop_area_um2 = 0
stdcell_count = 341

[floorplan]
chipArea_um2 = 11200
die_w_um = 106
io_pins = 98
core.rowCount = 31
core_um2 = 7210
die_h_um = 106
initCoreUtil = 0.180

[placement]
place_inst = 341
place_congestion = 0.791
io_buffer_count = 98
place_hpwl_mm = 4.14

[synth]
ys_seq_frac = 0
ys_area_um2 = 1300
synth_area_per_cell_um2 = 9.04
synth.distinct_cells = 24
syn_inst = 144
yosys.area_share.simple = 0.113
adder_share = 0.535
ys_sh_mux = 0
logic_family = adder cells
ys_warn_count = 1
compound_area_frac = 0.194
netlist_area_um2 = 1300
xor_area_frac = 0.114
yosys_cells = 144

[routing]
vias = 1380
wirelength_mm = 4.25
drt_iter0_drc = 10
remaining_drc_errors = 0
antenna_cells = 0
viasPerCell = 4.05
avgRoutedWirePerCell_um = 12.5
ant_nets = 0
drt_pass1_iterations = 3

[clock_tree]
postCtsSetupBuffers = 0
cts_resized = 0
cts_hold_buf = 0

[global_route]
grt_max_degree = 6
grt_pass1_vias = 1502
antenna_found_initial = 0
grt_overflow = 0
grt.total_usage = 0.0750
grt_pass1_wl_mm = 7.11

[power]
clkPwrFrac = 0
p_switching_uw = 27.0
finalPower_uw = 82.6
powerDensity_nw_per_um2 = 34.3
comb_power_share = 1.000
p_sw_frac = 0.326
irDropWorstVdd_v = 0.0000135
p_seq_frac = 0
p_int_uw = 55.6
power.leakage_uw = 0.00109

[outcome]
outcome = finished, final reports clean

[job]
drv_cap = 0
warnings = 32

[worst_hold_path]
hold_path.class = in2out

[per-stage QoR]
| step | utilization | area [um2] | setup WS (ns) |
|---|---|---|---|
| CTS | 0.334 | 2410 | 7.35 |
| detailed placement | 0.334 | 2410 | 7.35 |
| finish | 0.334 | 2410 | 7.37 |
| floorplan | - | 1300 | 8.52 |
| global route | 0.334 | 2410 | 7.16 |
| global placement | 0.334 | 2410 | 7.34 |
[power groups by stage]
| stage | Clock (uW) | Combinational (uW) | Sequential, uW |
|---|---|---|---|
| after CTS | 0 | 85.0 | 0 |
| after global routing | 0 | 93.8 | 0 |
| final | 0 | 82.6 | 0 |
[cell families after synthesis]
logic type	count (synthesis)
adders and majority gates	46
AOI/OAI and AO/OA	37
buffers and inverters	15
and+or+nand+nor	29
xor gates and xnor gates	17
[critical path, cell delays in order]
cell             delay, ns
clkdlybuf4s50_1       0.40
ha_1                  0.34
a21oi_1               0.24
a21oi_1               0.12
or2_2                 0.30
a21o_1                0.18
a21o_1                0.20
a21o_1                0.19
a21oi_1               0.19
a31oi_1               0.13
fa_1                  0.40
xor2_1                0.15
clkdlybuf4s50_1       0.51
[Yosys cell counts]
cell type,instances,area [um2]
nor2_1,5,18.8
inv_1,15,56.3
nand2_1,8,30.0
a31oi_1,2,12.5
xor2_1,11,96.3
nor4_1,1,6.26
nor3_1,4,20.0
o21ai_0,3,15.0
o21bai_1,2,15.0
o21ai_1,1,5.00
or2_2,2,12.5
nand4_2,1,12.5
ha_1,30,375
nand3_1,2,10.0
fa_1,16,320
xnor2_1,6,52.6
o41ai_2,1,16.3
a2bb2oi_1,1,8.76
a21o_1,15,113
nand4_1,3,18.8
and3_1,1,6.26
or3_1,2,12.5
a21oi_1,11,55.1
o22ai_2,1,12.5
[routing by layer]
metal	track usage	part of all wire
met5	0	0
met4	0	0
met3	0.0367	0.13
met1	0.0928	0.42
met2	0.123	0.46
[area by class of cell]
| cell class | instances | area (um2) |
|---|---|---|
| Timing Repair Buffer | 98 | 981 |
| Tap cell | 99 | 124 |
| Multi-Input combinational cell | 129 | 1240 |
| Fill cell | 750 | 4810 |
| Inverter | 15 | 56.3 |
[final timing paths]
check | from | to | cells after the start
worst max-delay path | ina[1] | out[15] | 13
worst min-delay path | ina[31] | out[31] | 4
